==> ./design.v <==
`timescale 1ns / 1ps
module fibonacci_function(fib,clk,rst);
input clk,rst;
output reg [31:0] fib;
reg [31:0] prev_val,cur_val;
function [31:0] fibonacci;
input [31:0] prev,curr;
begin
fibonacci = prev+curr;
end
endfunction
always@ (posedge clk or posedge rst)
begin
if(rst == 1'b1)
begin
prev_val <= 32'd0;
cur_val <= 32'd1;
fib <= 32'd0;
end
else
begin
fib <= cur_val;
prev_val <= cur_val;
cur_val <= fibonacci(prev_val,cur_val);
end
end
endmodule
==> ./run.sh <==
#!/bin/bash
# OpenROAD 26Q1-2900-gdf79404cd8, Yosys 0.63+post, stock flow scripts
make -C /OpenROAD-flow-scripts/flow DESIGN_CONFIG=/design/flow/config.mk WORK_HOME=/design/flow/orfs finish
==> ./config.mk <==
export PLATFORM = sky130hd
export DESIGN_NAME = fibonacci_function
export DESIGN_NICKNAME = fibonacci_function
export VERILOG_FILES = /design/flow/design.v
export SDC_FILE = /design/flow/constraint.sdc
export NUM_CORES = 4
export LEC_CHECK = 1
export CORE_UTILIZATION = 40
==> ./constraint.sdc <==
current_design fibonacci_function

set clk_period 13.7
set clk_io_pct 0.2

create_clock -name clk0 -period $clk_period [get_ports {clk}]

set non_clock_inputs [all_inputs -no_clocks]
set_input_delay [expr $clk_period * $clk_io_pct] -clock clk0 $non_clock_inputs
set_output_delay [expr $clk_period * $clk_io_pct] -clock clk0 [all_outputs]
==> flow_summary.json <==
{
  "setup_viol": 0,
  "grt.overflow.total": 0,
  "slowest_delay_ns": 0.47,
  "die_y_um": 97.6,
  "max_slew_margin_pct": 66.0,
  "drt_iter0_drc": 95,
  "synthTopCellsByArea": "dfrtp_1, ha_1, a21oi_1, xnor2_1, a21o_1",
  "core_area_um2": 8760,
  "crit_buf_inv": 1,
  "cts.repair.resized": 0,
  "finalHoldViolations": 0,
  "grt_pass1_wl_um": 12300,
  "enable_flop_cells": 0,
  "cts_tree": "built",
  "ys_types": 68,
  "drive_above_1_share_pct": 8.68,
  "grt_max_degree": 42,
  "path_max_fanout": 3,
  "cts_setup_buffers": 0,
  "async_flop_share_pct": 100,
  "grtUsageTotal_pct": 16.1,
  "grt_pass1_vias": 2569,
  "cts_root_buffer": "clkbuf_8",
  "clock_path_buffers": 2,
  "worstPathCellList": "clkdlybuf4s50_1",
  "final_cell_area_um2": 4220,
  "pin_count": 34,
  "gp_congestion": 0.874,
  "yosysTopAreaCellShare_pct": 43.2,
  "fillers": 830,
  "area_delta_synth_final_pct": 15.6,
  "num_antenna_cells": 0,
  "dieWidth_um": 97.6,
  "syn_area_um2": 3650,
  "worstMarginPinSlew_ns": 0.497,
  "crit_arrival_ns": 1.22,
  "pre_cts_ws_ns": 9.60,
  "drt_wl_total_um": 7190,
  "remaining_drc_errors": 0,
  "period_used_pct": 28.9,
  "leakage_uw": 0.00210,
  "drv_cap": 0,
  "setup_slack_ns": 9.74,
  "ys.flop_type": "dfrtp_1",
  "mi_logic_area_um2": 1920,
  "num_rows": 34,
  "cts_buffers": 9,
  "critPathTopFamily": "buffers and inverters",
  "synth_top_cell_by_area": "dfrtp_1",
  "yosysWarnings": 1,
  "outcome": "finished clean",
  "drt-vias-per-instance": 5.54,
  "yosys_area_um2": 3650,
  "fp_util_pct": 41.7,
  "hold_buffers": 0,
  "rsz0062_at_grt": "false",
  "pwr_density_cell_nw_per_um2": 80.5,
  "placed_cell_area_um2": 4040,
  "h-tree-depth": 3,
  "tns_ns": 0,
  "syn_inst": 340,
  "worst_setup_path_start_kind": "register",
  "clock_latency_ns": 0.35,
  "tool_warnings": 25,
  "antenna_found_initial": 0,
  "regArea_um2": 1600,
  "slew_violations": 0,
  "critPathSlowestCell": "clkdlybuf4s50_1",
  "clkTransAtPathRegs_ns": 0.08,
  "ys_seq_share_pct": 43.9,
  "dp_hpwl_um": 5290,
  "cp-end-kind": "output pin",
  "ir_worst_vdd_mv": 0.0373,
  "drt_pass1_iterations": 4,
  "synth_flops": 64,
  "finish.utilization_pct": 48.2,
  "max_clock_freq_mhz": 252,
  "hold_path_class": "register to register",
  "wire_per_inst_um": 14.7,
  "syn-mean-instance-area_um2": 10.7,
  "io_buffers": 33,
  "yosysMostFrequentCell": "dfrtp_1",
  "skew_ns": 0.0124,
  "worstSetupPathType": "register to output pin",
  "hold_slack_ns": 0.378,
  "die_area_um2": 9520,
  "clock_sink_count": 64,
  "top_cells_by_count": "dfrtp_1, ha_1, a21oi_1",
  "ant_nets": 0,
  "cp.required_ns": 10.96,
  "routed-via-count": 2703,
  "yosys_cells": 340,
  "period_minus_slack_ns": 3.96
}
-- final timing paths --
kind / startpoint / to / slack (ns) / depth (start not counted)
setup / recovery: fib[1] / fib[1] / 9.74 / 1
max in group asynchronous: rst / cur_val[0] / 10.06 / 3
setup reg to reg: cur_val[0] / cur_val[26] / 10.98 / 8
hold / removal: cur_val[14] / fib[14] / 0.38 / 0
min in group asynchronous: rst / fib[30] / 2.74 / 2
hold reg to reg: cur_val[14] / fib[14] / 0.38 / 0
-- report_power, final --
| group | internal (µW) | switching, µW |
|---|---|---|
| sequential | 189 | 0 |
| combinational | 0.457 | 3.56 |
| clock | 70.6 | 76.4 |
| total | 260 | 79.9 |
-- state kept, by name, indices dropped and copies added (netlist names) --
name / count
cur_val: 32
fib: 32
-- per-stage QoR --
step,total power [µW],cells
global placement,197,472
CTS,345,488
global route,354,488
finish,340,488
floorplan,195,340
detailed placement,197,472
-- logic make-up after synthesis --
kind of cell | count (synthesis) | synth area share, %
AND-OR/OR-AND | 107 | 21.5
AND/OR/NAND/NOR | 87 | 12.9
flip-flops | 64 | 43.9
adder cells (fa/ha/maj) | 32 | 11.2
XOR/XNOR | 23 | 5.52
buffers and inverters | 22 | 3.56
multiplexers | 5 | 1.40
-- layer usage --
metal / wire length, µm / global-route usage, %
met5: 0 / 0
met4: 76 / 2.38
met3: 349 / 3.15
met2: 3020 / 22.3
met1: 3740 / 27.4
-- cell usage in the layout (no fill, tap or decap), types with 2 or more instances in the layout --
cell,instances
inv_1,11
o21ai_1,3
nor3_1,4
o211ai_1,5
nand3_1,8
nand4_1,5
nor2b_1,3
o21a_1,4
and3_1,2
o21ai_0,11
a2111oi_0,2
xor2_1,10
o21a_2,3
xnor2_1,13
clkinvlp_4,3
mux2i_1,4
a21oi_1,28
or2_1,2
clkbuf_8,10
and4_1,5
a211oi_1,6
a31oi_1,2
a41oi_1,2
o21bai_1,3
or4_1,2
nand2_1,20
clkdlybuf4s50_1,33
o31a_1,2
clkinv_4,2
a21o_1,14
and2_1,2
a311oi_1,2
nor2_1,20
dfrtp_1,63
nand2b_1,4
ha_1,31
a211o_1,3
-- area by class of cell --
type / instances / area share [%]
sequential: 64 / 38.0
clock inverter: 6 / 1.07
clock buffer: 10 / 3.26
multi-input combinational: 254 / 45.5
tap: 108 / 3.20
timing repair buffer: 34 / 8.00
inverter: 12 / 1.07
Power is estimated from default activity; no workload was simulated.
