<file path="design.v">
`timescale 1ns / 1ps
module fibonacci_task(clk,rst,fib);
input clk,rst;
output reg [31:0] fib;
reg [31:0] prev_val,cur_val;
task fibonacci;
input [31:0] curr,prev;
output reg [31:0] fib_seq;
begin
fib_seq = prev+curr;
end
endtask
always @ (posedge clk or posedge rst)
begin
if(rst)
begin
fib <= 32'd0;
prev_val <= 32'd0;
cur_val <= 32'd1;
end
else
begin
fib <= cur_val;
prev_val <= cur_val;
fibonacci(prev_val,cur_val,fib);
cur_val <= fib;
end
end
endmodule
</file>
<file path="run.sh">
#!/bin/bash
# OpenROAD 26Q1-2900-gdf79404cd8, Yosys 0.63+post, stock flow scripts
make -C /OpenROAD-flow-scripts/flow DESIGN_CONFIG=/design/flow/config.mk WORK_HOME=/design/flow/orfs finish
</file>
<file path="config.mk">
export PLATFORM = sky130hd
export DESIGN_NAME = fibonacci_task
export DESIGN_NICKNAME = fibonacci_task
export VERILOG_FILES = /design/flow/design.v
export SDC_FILE = /design/flow/constraint.sdc
export NUM_CORES = 4
export LEC_CHECK = 1
export CORE_UTILIZATION = 40
</file>
<file path="constraint.sdc">
current_design fibonacci_task

set clk_period 15.8
set clk_io_pct 0.2

create_clock -name clk0 -period $clk_period [get_ports {clk}]

set non_clock_inputs [all_inputs -no_clocks]
set_input_delay [expr $clk_period * $clk_io_pct] -clock clk0 $non_clock_inputs
set_output_delay [expr $clk_period * $clk_io_pct] -clock clk0 [all_outputs]
</file>
==> metrics.log <==
[report] implementation figures
[metrics] relative max-transition margin: 63.6%
[metrics] reg-to-reg critical path endpoint: cur_val[30]
[metrics] Post-Syn Area per Cell: between 10 and 15 sq um
[metrics] detailed placement HPWL: 5210 um
[metrics] Critical R2R Launch: cur_val[0]
[metrics] width of the chip: 101 um
[metrics] number of sinks on the clock net: approximately 65
[metrics] Critical Path Slowest Stage Cell: sky130_fd_sc_hd__clkdlybuf4s50_1
[metrics] arrival time of the worst setup path: 1.23 ns
[metrics] initial cell density of the core: between 40% and 50%
[metrics] final setup vio count: 0
[metrics] global routing usage on met3: 3.60%
[metrics] critical path capture point type: output port
[metrics] Post-synth EDFFs: 0
[metrics] measured slew at the worst slew-check pin: 0.546 ns
[metrics] main flop type after synthesis: sky130_fd_sc_hd__dfrtp_1
[metrics] clock slew seen by the registers of the worst setup and hold paths: 0.07 ns
[metrics] count of antenna-violating nets left after detailed routing: 0
[metrics] path type of the worst min-delay path: reg2reg
[metrics] f_max: roughly 230 MHz
[metrics] maximum ir drop on the vdd rail: roughly 0.045 mV
[metrics] met1 routing resource usage after global routing: 26.6%
[metrics] Final Hold Viols: 0
[metrics] Non-Filler Cell Area, Final: 0.00429 sq mm
[metrics] endpoint of the worst setup timing path: fib[1]
[metrics] maximum fanout encountered on the critical timing path: 4
[metrics] level count of the clock H-tree: 3
[metrics] CTS Buf Count: 9
[metrics] wire length of the first global-routing pass: around 12000 um
[metrics] result of the run: complete, no violations
[metrics] worst slack at placement: about 11 ns
[metrics] Worst setup startpoint: cur_val[1]
[metrics] register area share after synthesis: a little over two fifths
[metrics] critical-path cell list: clkdlybuf4s50_1
[metrics] largest stage delay on the critical path: 0.48 ns
[metrics] post-synth area from yosys stat: 0.00391 sq mm
[metrics] # hold bufs at CTS: 0
[metrics] Synth Register Bits: ~65
[metrics] total wire length: 7090 um
[metrics] number of port buffers: 33
[metrics] area share of the leading cell type in the synthesized netlist: 41.0%
[metrics] power per standard cell area: 72.5 mW/mm^2
[metrics] Gates resized, CTS repair: 0
[metrics] unrepaired setup endpoints after global routing: false
[metrics] maximum clock insertion buffer count: 2
[metrics] RD Place Congestion: 0.926
[metrics] share of layout cells above drive strength 1: 8.16%
[metrics] non-filler instance count after layout: 509
[metrics] top cells by area in the synthesized netlist: sky130_fd_sc_hd__dfrtp_1 (41%), sky130_fd_sc_hd__ha_1 (9.9%), sky130_fd_sc_hd__buf_4 (6.3%)
[metrics] setup repair bufs after CTS: 0
[metrics] post-detailed-route DRC marker count: 0
[metrics] Largest delay share family, worst path: buffers and inverters
[metrics] number of warnings the tools reported: 25
[metrics] cell count along the critical path: 1
[metrics] GR Layer Usage met2: 22.7%
[metrics] count of placed standard cells including taps: 494
[metrics] post-route clock period utilization: 27.8%
[metrics] vias per cell: 5.16
[metrics] number of placed I/O pins: 34
[metrics] global route hottest layer: met1
[metrics] Yosys Instances: 372
[metrics] max-cap violations: 0
[metrics] final max-slew violation count: 0
[metrics] R2R setup slack: 13.10 ns
[metrics] minimum period implied by the final worst setup slack: 4.39 ns
[metrics] standard cell core area: 0.00937 sq mm
[metrics] class of the most critical setup path: reg2out
[metrics] GRT Util Overall: 15.9%
[metrics] instance area after placement: roughly 0.0041 sq mm
[metrics] required time of the critical path: ~13 ns
[metrics] Clk Tree Root Cell: sky130_fd_sc_hd__clkbuf_8
[metrics] core occupancy in the finished layout: 45.7%
[metrics] FP Rows: 35
[metrics] ANT cells: 0
[metrics] most repeated cell in the gate-level netlist after synthesis: sky130_fd_sc_hd__dfrtp_1
[metrics] dominant cell type by area after synthesis: sky130_fd_sc_hd__dfrtp_1
[metrics] die height: 101 um
[metrics] vias in the first global route: 2549
[metrics] worst r2r path cells: 8
[metrics] reported leakage power: 0.00213 uW
[metrics] count of filler cells inserted in the layout: around 880
[metrics] Syn Std Cell Area: 0.00391 sq mm
[metrics] antenna violations before repair: 0
[metrics] Total Die Area: 0.0102 sq mm
[metrics] maximum number of pins on one net before global-route repair: 40
[metrics] number of buffer and inverter instances along the worst setup path: 1
[metrics] number of synthesis warnings: 1
[metrics] clock insertion delay at the later pin of the skew report: 0.34 ns
[metrics] asr flop ratio synth: 100%
[metrics] Area Overhead vs Synth: 9.63%
[metrics] CTS tree: built
[metrics] violation count after the first detailed-route iteration: 101
[metrics] remaining global-route overflow: 0
[metrics] total number of vias: 2627
[metrics] total negative slack for setup checks: 0 ns
[metrics] Critical Path Source Type: register
[metrics] leading post-synthesis cells by instance count: sky130_fd_sc_hd__dfrtp_1 (64), sky130_fd_sc_hd__buf_4 (33), sky130_fd_sc_hd__ha_1 (31)
[metrics] distinct lib cells: 68
[metrics] worst setup skew after layout: 0.00904 ns
[metrics] Setup WS post-layout: about 11 ns
[metrics] instance count of the mapped netlist: approximately 370
[metrics] routed wire length per instance: 13.9 um
[metrics] Pre-antenna DRT Iters: 4
-- how the worst min path moves through the flow --
stage	cells past startpoint	slack (ns)	end	startpoint
4_1_cts	0	0.40	prev_val[0]	cur_val[0]
5_1_grt	0	0.41	prev_val[0]	cur_val[0]
6_report	0	0.40	prev_val[4]	cur_val[4]
-- cell type report --
| cell class | instances | area, sq um | area share, % |
|---|---|---|---|
| Inverter | 12 | 45.0 | 1.05 |
| Timing Repair Buffer | 34 | 338 | 7.88 |
| Clock inverter | 3 | 40.0 | 0.934 |
| Tap cell | 129 | 161 | 3.77 |
| Sequential cell | 65 | 1630 | 38.0 |
| Clock buffer | 12 | 155 | 3.62 |
| Multi-Input combinational cell | 254 | 1920 | 44.8 |
-- cell usage in the layout, fill, tap and decap left out, drive strengths merged, types with 2 or more instances in the layout --
cell,Yosys,final
nor2,20,20
a311oi,2,2
xnor2,13,13
a211oi,6,6
and4,5,5
a21o,15,15
a21oi,28,28
and2,3,3
o311ai,3,3
o211ai,5,5
mux2i,4,4
a41oi,2,2
a211o,3,3
dfrtp,64,64
o21a,7,7
nand4,6,6
xor2,10,10
o31a,2,2
and3,3,3
clkbuf,6,12
or2,2,2
nand2b,4,4
or4,3,3
nor3,4,4
nand2,20,20
clkinv,0,2
nand3,8,8
inv,12,12
nor2b,3,3
a2111oi,3,3
ha,31,31
a31oi,2,2
o21bai,3,3
clkdlybuf4s50,0,33
o21ai,14,14
-- through the flow --
step                      power (uW)  hold WS (ns)
after floorplan                  172         0.381
after global placement           173         0.388
after detailed placement         173         0.395
after CTS                        316         0.404
after global routing             325         0.409
final                            311         0.401
-- report_power, final --
group | internal (uW) | total [uW] | switching, uW
registers | 166 | 166 | 0
clock network | 80.2 | 141 | 60.9
logic | 0.397 | 3.50 | 3.10
-- kinds of logic after synthesis --
family          Yosys count  synth area share (%)
simple gates             87                  12.1
buf+inv                  53                  9.28
flops                    65                  41.6
compound gates          107                  20.1
fa+ha+maj                32                  10.4
mux                       5                  1.31
xor+xnor                 23                  5.15
-- state kept, by name, indices dropped and copies added (netlist names) --
name / count
fib: 2
cur_val: 31
prev_val: 32
-- per-layer routing --
| metal | part of all wire [%] | up-vias |
|---|---|---|
| met5 | 0 | - |
| met4 | 1.0 | 0 |
| met1 | 53 | 1237 |
| met3 | 4.1 | 6 |
| li1 | - | 1339 |
| met2 | 41 | 45 |
Power and IR drop assume default switching activity.
