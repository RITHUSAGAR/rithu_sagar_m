File: flow/design.v
`timescale 1ns / 1ps
module fifo(clk,rst,data_in,data_out,rd_en,wr_en,data_full,data_empty);
input clk,rst,wr_en,rd_en;
input [7:0] data_in;
output reg [7:0] data_out;
output reg data_full,data_empty;
reg [3:0] count;
reg [3:0] rd_ptr,wr_ptr;
reg [7:0] data_mem [15:0];
integer i;
always @ (count)
begin
data_empty <= (count==4'd0);
data_full <= (count == 4'd15);
end
always @ (posedge clk)
begin
if(rst)begin
data_out <= 8'd0;
count <= 4'd0;
for (i=0;i<16;i=i+1)
begin
data_mem[i] <=0;
end
end
else if ((!data_full && wr_en) && (!data_empty && rd_en))
count <= count;
else if (!data_full && wr_en)
count <= count+1;
else if (!data_empty && rd_en)
count <= count-1;
else 
count <= count;
end
always @ (posedge clk)
begin
if (!data_full && wr_en)
data_mem[wr_ptr] <= data_in;
else
data_mem[wr_ptr] <= data_mem[wr_ptr];
end
always @ (posedge clk)
begin
if (!data_empty && rd_en)
data_out <= data_mem[rd_ptr];
else
data_out <= data_out;
end
always @ (posedge clk)
begin
if(rst)
begin
rd_ptr <= 1'b0;
wr_ptr <= 1'b0;
end
else 
begin
if(!data_full && wr_en)
wr_ptr <= wr_ptr + 1;
else
wr_ptr <= wr_ptr;
if(!data_empty && rd_en)
rd_ptr <= rd_ptr + 1;
else
rd_ptr <= rd_ptr;
end
end
endmodule
File: flow/run.sh
#!/bin/bash
# OpenROAD 26Q1-2900-gdf79404cd8, Yosys 0.63+post, stock flow scripts
make -C /OpenROAD-flow-scripts/flow DESIGN_CONFIG=/design/flow/config.mk WORK_HOME=/design/flow/orfs finish
File: flow/config.mk
export PLATFORM = sky130hd
export DESIGN_NAME = fifo
export DESIGN_NICKNAME = fifo
export VERILOG_FILES = /design/flow/design.v
export SDC_FILE = /design/flow/constraint.sdc
export NUM_CORES = 4
export LEC_CHECK = 1
export CORE_AREA = 10 10 70 70
export DIE_AREA = 0 0 80 80
File: flow/constraint.sdc
current_design fifo

set clk_period 2.5
set clk_io_pct 0.2

create_clock -name clk0 -period $clk_period [get_ports {clk}]

set non_clock_inputs [all_inputs -no_clocks]
set_input_delay [expr $clk_period * $clk_io_pct] -clock clk0 $non_clock_inputs
set_output_delay [expr $clk_period * $clk_io_pct] -clock clk0 [all_outputs]
==> flow_metrics.tcl <==
# place-and-route summary
set metrics [dict create \
    synth_area_um2 398 \
    hp-class "flip-flop to flip-flop" \
    fill_cells 393 \
    path_cells "clkdlybuf4s50_1 -> or2b_2 -> ha_1 -> a21o_1 -> a21oi_1 -> xnor2_2 -> a21o_2 -> a21oi_1" \
    ioPinCount 22 \
    reg2reg_slack_ns 0.37 \
    status "finished, final reports clean" \
    worst_path_most_repeated_cell "a21oi_1" \
    endpoint_kind "flip-flop" \
    area_leaders "dfxtp_1, buf_4, ha_1, a211oi_4, fa_1" \
    fin_util_pct 14.6 \
    antenna_cells 0 \
    critPathKind "input port to flip-flop" \
    antenna_found_initial 0 \
    ys_warn_count 17 \
    cellLeakagePower_uw 0.000199 \
    maxCapViolCount 0 \
    finalSetupTns_ns 0 \
    cp_slowest_stage_delay_ns 0.47 \
    row_count 21 \
    die_area_mm2 0.00640 \
    numPortBuffers 5 \
    cp_slowest_cell "clkdlybuf4s50_1" \
    overflow 0 \
    ys_cells 43 \
    syn_inst 43 \
    postSynthSeqShare_pct 20.1 \
    dr.pass1.iters 4 \
    top_cell_area_share_pct 20.1 \
    grt_usage_pct 2.30 \
    synthToLayoutAreaGrowth_pct 25.2 \
    clock-sinks 4 \
    min_period_ns 2.24 \
    first_iter_violations 42 \
    clock.fmax_mhz 446 \
    grt_pass1_vias 311 \
    cts_buffer_depth 2 \
    fin_cells 97 \
    via_per_inst 3.15 \
    postCtsResizedCells 0 \
    grt_pass1_wl_um 1240 \
    finalSetupViolations 0 \
    tool_warnings 33 \
    post-place-ws_ns 0.0388 \
    place_inst 94 \
    dpl.hpwl_um 642 \
    critPathLaunchType "input port" \
    cts_root_buffer "clkbuf_4" \
    ir_worst_vdd_mv 0.143 \
    fin_ws_ns 0.259 \
    clock_latency_ns 0.23 \
    ys_seq_elements 4 \
    grt_max_degree 9 \
    cts_tree "done" \
    largest_reg_flops 4 \
    drive_gt1_share_pct 19.6 \
    die_x_um 80 \
    worstPathMaxFanout 3 \
    totalPowerFinal_uw 454 \
    htreeDepth 1 \
    routed_wl_um 818 \
    clock_skew_ns 0.00408 \
    drc 0 \
    die_height_um 80 \
    drv_slew 0 \
    synth_cell_types 26 \
    gp_congestion 0.701 \
    vias 306 \
    yosysTopAreaCell "dfxtp_1" \
    cts_setup_buffers 0 \
    final_hold_viol_count 0 \
    crit_arrival_ns 2.40 \
    period_used_pct 89.7 \
    ys_area_um2 398 \
    cts_hold_buffers 0 \
    synth_area_per_cell_um2 9.25 \
    path_clk_slew_ns 0.04 \
    ant_nets 0 \
    top_register "count" \
    cts_inserted_buffers 3 \
    rsz0062_at_grt "no" \
    crit_required_ns 2.66 \
    p_per_area_mw_per_mm2 911 \
    core_area_mm2 0.00342 \
    wl_per_cell_um 8.43 \
    top_regs "count (4)" \
    fp_util_pct 11.6 \
]
## per-layer routing
layer,vias up,part of all wire [%],global-route usage (%)
met5,-,0,0
met4,0,4.6,1.41
met3,2,0.37,0.227
met2,6,51,4.25
met1,145,44,2.41
li1,153,-,-
## critical path: cells and delay by family
kind,cells,cell delay (ns)
and+or+nand+nor,1,0.33
adders and majority gates,1,0.27
AOI/OAI and AO/OA,4,0.74
buffers and inverters,1,0.47
xor gates and xnor gates,1,0.09
## area by class of cell
class,count,area (µm²),area share [%]
Clock buffer,3,22.5,4.52
Inverter,1,3.75,0.754
Multi-Input combinational cell,36,269,54.0
Sequential cell,4,80.1,16.1
Tap cell,46,57.6,11.6
Timing Repair Buffer,7,65.1,13.1
## cells in the mapped netlist
master    n
buf_4     8
dfxtp_1   4
nor2_1    4
a21oi_1   2
ha_1      2
nand3_1   2
xnor2_1   2
a211oi_1  1
a211oi_4  1
a21o_1    1
a21o_2    1
a31oi_1   1
and4_1    1
buf_6     1
conb_1    1
fa_1      1
inv_1     1
mux2i_1   1
nand2_1   1
nor3_1    1
nor3b_1   1
nor4_1    1
o221ai_1  1
o41ai_2   1
or2b_2    1
xnor2_2   1
## stage by stage
step / instance area [µm²] / hold slack, ns
finish: 498 / 0.636
floorplan: 424 / 0.540
detailed placement: 475 / 0.603
global placement: 475 / 0.585
global route: 498 / 0.673
CTS: 498 / 0.631
## cell families after synthesis
family          count (synthesis)  synth area share [%]
simple gates                   12                  16.4
flops                           4                  20.1
compound gates                  9                  21.4
xor+xnor                        3                  8.49
mux                             1                  2.52
buf+inv                        10                  18.9
fa+ha+maj                       3                  11.3
other cells                     1                 0.942
## final timing paths
path / startpoint / end / cells past startpoint
max: wr_en / count[3] / 8
min: count[2] / count[2] / 2
max reg2reg: count[1] / count[3] / 8
min reg2reg: count[2] / count[2] / 2
## where the power goes
group,internal [µW],total [µW],leakage [µW],switching (µW)
clock network,53.6,78.1,0.0000138,24.5
registers,89.2,143,0.0000331,53.5
logic,133,233,0.000153,99.9
total,276,454,0.000199,178
## placed cells by master (no fill, tap or decap), types with 2 or more instances in the layout
master and count:
clkbuf_4 3, nor2_1 4, conb_1 8, a21oi_1 2
xnor2_1 2, buf_4 2, ha_1 2, clkdlybuf4s50_1 5
dfxtp_1 4, nand3_1 2
Power and IR drop assume default switching activity.
